`flow/design.v`:
```
module weakcore(
	input wire clk, input wire rst,
	input wire [31:0] bus_in,
	output wire [31:0] bus_out,
	output wire [31:0] bus_addr,
	output wire bus_req,
	input wire bus_ack,
	output wire bus_wr,
	output wire [3:0] bus_wr_mask);
	reg [31:0] regs [0:31];
	always @ (posedge clk) begin
		if (~rst)
			regs[0] <= 32'h0;
	end
	reg [4:0] stage_state;
	wire stage_if = stage_state[0];
	wire stage_id = stage_state[2];
	wire stage_exe = stage_state[3];
	wire stage_wb = stage_state[4];
	wire ready_if;
	wire ready_exe;
	wire [4:0] stage_ready = { 1'b1, ready_exe, 1'b1, 1'b1, ready_if };
	always @ (posedge clk) begin
		if (~rst)
			stage_state <= 5'b0001;
		else if (|(stage_ready & stage_state))
			stage_state <= { stage_state[3:0], stage_state[4] };
	end
	reg [31:0] pc;
	reg [31:0] instr_pc;
	reg [31:0] instr;
	always @ (posedge clk) begin
		if (~rst) begin
			instr_pc <= 32'h0;
			instr <= 32'h0;
		end else if (stage_if & bus_ack) begin
			instr_pc <= pc;
			instr <= bus_in;
		end
	end
	assign ready_if	= bus_ack;
	wire [6:0] instr_opcode = instr[6:0];
	wire [2:0] instr_func3 = instr[14:12];
	wire [6:0] instr_func7 = instr[31:25];
	wire is_cond_branch	= instr_opcode == 7'b1100011;
	wire is_load		= instr_opcode == 7'b0000011;
	wire is_store		= instr_opcode == 7'b0100011;
	wire is_imm_arith	= instr_opcode == 7'b0010011;
	wire is_reg_arith	= instr_opcode == 7'b0110011;
	wire is_lui		= instr_opcode == 7'b0110111;
	wire is_auipc		= instr_opcode == 7'b0010111;
	wire is_jal		= instr_opcode == 7'b1101111;
	wire is_jalr		= instr_opcode == 7'b1100111;
	wire is_beq	= is_cond_branch && instr_func3 == 3'b000;
	wire is_bne	= is_cond_branch && instr_func3 == 3'b001;
	wire is_blt	= is_cond_branch && instr_func3 == 3'b100;
	wire is_bge	= is_cond_branch && instr_func3 == 3'b101;
	wire is_bltu	= is_cond_branch && instr_func3 == 3'b110;
	wire is_bgeu	= is_cond_branch && instr_func3 == 3'b111;
	wire is_addi	= is_imm_arith && instr_func3 == 3'b000;
	wire is_slti	= is_imm_arith && instr_func3 == 3'b010;
	wire is_sltiu	= is_imm_arith && instr_func3 == 3'b011;
	wire is_xori	= is_imm_arith && instr_func3 == 3'b100;
	wire is_ori	= is_imm_arith && instr_func3 == 3'b110;
	wire is_andi	= is_imm_arith && instr_func3 == 3'b111;
	wire is_slli	= is_imm_arith && instr_func3 == 3'b001;
	wire is_srli	= is_imm_arith && instr_func3 == 3'b101 &&
			  instr_func7 == 7'b0000000;
	wire is_srai	= is_imm_arith && instr_func3 == 3'b101 &&
			  instr_func7 == 7'b0100000;
	wire is_imm_shift = is_slli | is_srli | is_srai;
	wire is_add	= is_reg_arith && instr_func3 == 3'b000 &&
			  instr_func7 == 7'b0000000;
	wire is_sub	= is_reg_arith && instr_func3 == 3'b000 &&
			  instr_func7 == 7'b0100000;
	wire is_sll	= is_reg_arith && instr_func3 == 3'b001 &&
			  instr_func7 == 7'b0000000;
	wire is_slt	= is_reg_arith && instr_func3 == 3'b010 &&
			  instr_func7 == 7'b0000000;
	wire is_sltu	= is_reg_arith && instr_func3 == 3'b011 &&
			  instr_func7 == 7'b0000000;
	wire is_xor	= is_reg_arith && instr_func3 == 3'b100 &&
			  instr_func7 == 7'b0000000;
	wire is_srl	= is_reg_arith && instr_func3 == 3'b101 &&
			  instr_func7 == 7'b0000000;
	wire is_sra	= is_reg_arith && instr_func3 == 3'b101 &&
			  instr_func7 == 7'b0100000;
	wire is_or	= is_reg_arith && instr_func3 == 3'b110 &&
			  instr_func7 == 7'b0000000;
	wire is_and	= is_reg_arith && instr_func3 == 3'b111 &&
			  instr_func7 == 7'b0000000;
	wire is_reg_shift = is_sll | is_srl | is_sra;
	wire is_lb	= is_load && instr_func3 == 3'b000;
	wire is_lh	= is_load && instr_func3 == 3'b001;
	wire is_lw	= is_load && instr_func3 == 3'b010;
	wire is_lbu	= is_load && instr_func3 == 3'b100;
	wire is_lhu	= is_load && instr_func3 == 3'b101;
	wire is_sb	= is_store && instr_func3 == 3'b000;
	wire is_sh	= is_store && instr_func3 == 3'b001;
	wire is_sw	= is_store && instr_func3 == 3'b010;
	wire [4:0] instr_rd	= instr[11:7];
	wire [4:0] instr_rs1	= instr[19:15];
	wire [4:0] instr_rs2	= instr[24:20];
	wire [31:0] instr_i_imm = {{20{instr[31]}}, instr[31:20]};
	wire [31:0] instr_s_imm = {{20{instr[31]}}, instr[31:25], instr_rd};
	wire [31:0] instr_b_imm =
		{{19{instr[31]}},
		 instr[31], instr[7], instr[30:25], instr[11:8],
		 1'b0 };
	wire [31:0] instr_u_imm = {instr[31:12], 12'b0};
	wire [31:0] instr_j_imm =
		{{11{instr[31]}},
		 instr[31], instr[19:12], instr[20], instr[30:21],
		 1'b0};
	wire [4:0] instr_shift_shamt = instr_rs2;
	wire is_r_type = is_reg_arith | is_imm_shift;
	wire is_s_type = is_store;
	wire is_b_type = is_cond_branch;
	wire is_i_type = (is_imm_arith & ~is_imm_shift) | is_load | is_jalr;
	wire is_u_type = is_lui | is_auipc;
	wire is_j_type = is_jal;
	wire is_reg_arg1 = is_r_type | is_s_type | is_b_type | is_i_type;
	wire is_reg_arg2 = is_r_type | is_s_type | is_b_type;
	wire is_with_imm = is_i_type | is_u_type | is_j_type;
	wire [31:0] instr_imm = ({32{is_s_type}} & instr_s_imm) |
				({32{is_b_type}} & instr_b_imm) |
				({32{is_i_type}} & instr_i_imm) |
				({32{is_u_type}} & instr_u_imm) |
				({32{is_j_type}} & instr_j_imm);
	wire op_add_tmp		= is_add | is_addi | is_lui | is_auipc;
	wire op_sub_tmp		= is_sub;
	wire op_load_tmp	= is_load;
	wire op_store_tmp	= is_store;
	wire op_cmp_less_tmp	= is_blt | is_slti | is_slt |
				  is_bge;
	wire op_cmp_less_u_tmp	= is_sltiu | is_sltu | is_bltu |
				  is_bgeu;
	wire op_cmp_eq_tmp	= is_beq |
				  is_bne;
	wire op_xor_tmp		= is_xori | is_xor;
	wire op_or_tmp		= is_ori | is_or;
	wire op_and_tmp		= is_andi | is_and;
	wire op_shift_left_tmp	= is_slli | is_sll;
	wire op_shift_right_l_tmp = is_srli | is_srl;
	wire op_shift_right_a_tmp = is_srai | is_sra;
	wire [31:0] op_arg1_tmp = ({32{is_reg_arg1}} & regs[instr_rs1]) |
				  ({32{is_auipc}} & instr_pc);
	wire [31:0] op_arg2_tmp = ({32{is_reg_arg2}} & regs[instr_rs2]) |
				  ({32{is_with_imm}} & instr_imm);
	wire [4:0] op_shamt_tmp = ({5{is_imm_shift}} & instr_shift_shamt) |
				  ({5{is_reg_shift}} & regs[instr_rs2][4:0]);
	wire op_mem_1b_tmp = is_lb | is_lbu | is_sb;
	wire op_mem_2b_tmp = is_lh | is_lhu | is_sh;
	wire op_mem_4b_tmp = is_lw | is_sw;
	wire op_mem_signext_tmp = is_lb | is_lh;
	wire [31:0] op_addr_base_tmp = ({32{is_load}} & regs[instr_rs1])  |
				       ({32{is_store}} & regs[instr_rs1]) |
				       ({32{is_jalr}} & regs[instr_rs1])  |
				       ({32{is_cond_branch}} & instr_pc)  |
				       ({32{is_jal}} & instr_pc);
	wire [31:0] op_addr_disp_tmp = instr_imm;
	wire [31:0] op_addr_tmp = op_addr_base_tmp + op_addr_disp_tmp;
	wire op_wb_tmp = is_imm_arith | is_reg_arith | is_load |
			 is_lui | is_auipc;
	wire op_cond_jump_tmp = is_cond_branch;
	wire op_expected_res_tmp = is_bne | is_bge | is_bgeu ? 1'b0 : 1'b1;
	wire op_jump_tmp = is_jal | is_jalr;
	reg op_add, op_sub;
	reg op_load, op_store;
	reg op_cmp_less, op_cmp_less_u, op_cmp_eq;
	reg op_xor, op_or, op_and;
	reg op_shift_left, op_shift_right_l, op_shift_right_a;
	reg [31:0] op_arg1;
	reg [31:0] op_arg2;
	reg [4:0] op_shamt;
	reg op_mem_1b, op_mem_2b, op_mem_4b;
	reg op_mem_signext;
	reg [31:0] op_addr;
	reg op_wb, op_cond_jump, op_expected_res, op_jump;
	always @ (posedge clk) begin
		if (~rst) begin
			op_add <= 1'b0;
			op_sub <= 1'b0;
			op_load <= 1'b0;
			op_store <= 1'b0;
			op_cmp_less <= 1'b0;
			op_cmp_less_u <= 1'b0;
			op_cmp_eq <= 1'b0;
			op_xor <= 1'b0;
			op_or <= 1'b0;
			op_and <= 1'b0;
			op_shift_left <= 1'b0;
			op_shift_right_l <= 1'b0;
			op_shift_right_a <= 1'b0;
			op_arg1 <= 32'b0;
			op_arg2 <= 32'b0;
			op_shamt <= 5'b0;
			op_mem_1b <= 1'b0;
			op_mem_2b <= 1'b0;
			op_mem_4b <= 1'b0;
			op_mem_signext <= 1'b0;
			op_addr <= 32'b0;
			op_wb <= 1'b0;
			op_cond_jump <= 1'b0;
			op_expected_res <= 1'b0;
			op_jump <= 1'b0;
		end else if (stage_id) begin
			op_add <= op_add_tmp;
			op_sub <= op_sub_tmp;
			op_load <= op_load_tmp;
			op_store <= op_store_tmp;
			op_cmp_less <= op_cmp_less_tmp;
			op_cmp_less_u <= op_cmp_less_u_tmp;
			op_cmp_eq <= op_cmp_eq_tmp;
			op_xor <= op_xor_tmp;
			op_or <= op_or_tmp;
			op_and <= op_and_tmp;
			op_shift_left <= op_shift_left_tmp;
			op_shift_right_l <= op_shift_right_l_tmp;
			op_shift_right_a <= op_shift_right_a_tmp;
			op_arg1 <= op_arg1_tmp;
			op_arg2 <= op_arg2_tmp;
			op_shamt <= op_shamt_tmp;
			op_mem_1b <= op_mem_1b_tmp;
			op_mem_2b <= op_mem_2b_tmp;
			op_mem_4b <= op_mem_4b_tmp;
			op_mem_signext <= op_mem_signext_tmp;
			op_addr <= op_addr_tmp;
			op_wb <= op_wb_tmp;
			op_cond_jump <= op_cond_jump_tmp;
			op_expected_res <= op_expected_res_tmp;
			op_jump <= op_jump_tmp;
		end
	end
	reg [31:0] op_result;
	wire exe_adder_submode = op_cmp_less | op_cmp_less_u | op_sub;
	wire [31:0] exe_adder_src1 = op_arg1;
	wire [31:0] exe_adder_src2 = ({32{op_add}} & op_arg2)		|
				     ({32{exe_adder_submode}} & ~op_arg2);
	wire exe_adder_cin = exe_adder_submode;
	wire exe_adder_cout;
	wire [31:0] exe_adder_res;
	assign {exe_adder_cout, exe_adder_res} =
		exe_adder_src1 + exe_adder_src2 + {{31'b0, exe_adder_cin}};
	wire exe_cmp_less =
		(op_arg1[31] & ~op_arg2[31])	|
		(~(op_arg1[31] ^ op_arg2[31]) & exe_adder_res[31]);
	wire exe_cmp_less_u = ~exe_adder_cout;
	wire exe_cmp_eq = op_arg1 == op_arg2;
	wire [31:0] exe_xor = op_arg1 ^ op_arg2;
	wire [31:0] exe_or = op_arg1 | op_arg2;
	wire [31:0] exe_and = op_arg1 & op_arg2;
	wire [31:0] exe_shift_left	= op_arg1 << op_shamt;
	wire [31:0] exe_shift_right_l	= op_arg1 >> op_shamt;
	wire [31:0] exe_shift_right_a	= $signed(op_arg1) >>> op_shamt;
	wire exe_bus_req = op_load | op_store;
	wire exe_bus_wr = op_store;
	wire [31:0] exe_load_mask = ({24'b0, {8{op_mem_1b}}})	|
				    ({16'b0, {16{op_mem_2b}}})	|
				    ({32{op_mem_4b}});
	wire [4:0] exe_mem_shift = {op_addr[1:0], 3'b000};
	wire [31:0] exe_load_data = (bus_in >> exe_mem_shift) & exe_load_mask;
	wire [31:0] exe_load_res = exe_load_data | (op_mem_signext ?
		{{24{op_mem_1b & exe_load_data[7]}}, 8'b0}	|
		{{16{op_mem_2b & exe_load_data[15]}}, 16'b0} : 0);
	wire [31:0] exe_bus_out = op_arg2 << exe_mem_shift;
	wire [3:0] exe_bus_wr_mask =
		({3'b0, op_mem_1b}		|
		 {2'b0, {2{op_mem_2b}}}		|
		 {4{op_mem_4b}}) << op_addr[1:0];
	wire [31:0] op_tmp_result =
		({32{op_add}} & exe_adder_res)				|
		({32{op_sub}} & exe_adder_res)				|
		({32{op_cmp_less}} & {{31'b0, exe_cmp_less}})		|
		({32{op_load}} & exe_load_res)				|
		({32{op_cmp_less_u}} & {{31'b0, exe_cmp_less_u}})	|
		({32{op_xor}} & exe_xor)				|
		({32{op_or}} & exe_or)					|
		({32{op_and}} & exe_and)				|
		({32{op_shift_left}} & exe_shift_left)			|
		({32{op_shift_right_l}} & exe_shift_right_l)		|
		({32{op_shift_right_a}} & exe_shift_right_a)		|
		({32{op_cmp_eq}} & {{31'b0, exe_cmp_eq}});
	assign ready_exe = (~op_load & ~op_store) | bus_ack;
	always @ (posedge clk) begin
		if (~rst)
			op_result <= 32'h0;
		else if (stage_exe)
			op_result <= op_tmp_result;
	end
	always @ (posedge clk) begin
		if (stage_wb & op_wb & (|instr_rd)) begin
			regs[instr_rd] <= op_result;
		end
	end
	always @ (posedge clk) begin
		if (~rst) begin
			pc <= 32'h0;
		end else if (stage_if & bus_ack) begin
			pc <= pc + 32'd4;
		end else if (stage_wb & op_cond_jump &
			 op_result[0] == op_expected_res) begin
			pc <= op_addr;
		end else if (stage_wb & op_jump) begin
			if (|instr_rd)
				regs[instr_rd] <= pc;	 
			pc <= op_addr;
		end
	end
	assign bus_req	= stage_if | (stage_exe & exe_bus_req);
	assign bus_addr	= ({32{stage_if}} & pc) |
			  ({32{stage_exe & exe_bus_req}} & op_addr & ~32'b11);
	assign bus_wr	= stage_exe & exe_bus_wr;
	assign bus_out	= {32{stage_exe & exe_bus_req}} & exe_bus_out;
	assign bus_wr_mask = exe_bus_wr_mask;
endmodule
```
`flow/run.sh`:
```
#!/bin/bash
# OpenROAD 26Q1-2900-gdf79404cd8, Yosys 0.63+post, stock flow scripts
make -C /OpenROAD-flow-scripts/flow DESIGN_CONFIG=/design/flow/config.mk WORK_HOME=/design/flow/orfs finish
```
`flow/config.mk`:
```
export PLATFORM = sky130hd
export DESIGN_NAME = weakcore
export DESIGN_NICKNAME = weakcore
export VERILOG_FILES = /design/flow/design.v
export SDC_FILE = /design/flow/constraint.sdc
export NUM_CORES = 4
export LEC_CHECK = 1
export CORE_UTILIZATION = 50
```
`flow/constraint.sdc`:
```
current_design weakcore

set clk_period 43.7
set clk_io_pct 0.2

create_clock -name clk0 -period $clk_period [get_ports {clk}]

set non_clock_inputs [all_inputs -no_clocks]
set_input_delay [expr $clk_period * $clk_io_pct] -clock clk0 $non_clock_inputs
set_output_delay [expr $clk_period * $clk_io_pct] -clock clk0 [all_outputs]
```
==> impl_summary.log <==
[metrics] run summary
[metrics] placeable core area: 135600 µm²
[metrics] share of synthesized cell area in and-or and or-and compound cells: 0.09693
[metrics] multiplexer fraction of the synthesized cell area: 0.2616
[metrics] largest net degree at the start of global routing: 91
[metrics] MaxCap Viol Count: 0
[metrics] Tool Warnings: 59
[metrics] TritonCTS buffer count: 141
[metrics] power share of the sequential group: 0.462
[metrics] CTS root buffer: clkbuf_16
[metrics] H-tree lvl count: 4
[metrics] sequential-to-total area share from yosys stat: 0.5216
[metrics] crit share post-route: 0.2814
[metrics] synthesized area: 68510 µm²
[metrics] clock period minus final worst setup slack: 12.30 ns
[metrics] portion of total power attributed to the clock network: 0.414
[metrics] first-pass GRT wire length: 346800 µm
[metrics] total of hold buffers inserted after clock tree synthesis: 0
[metrics] most heavily used metal layer in global routing: met2
[metrics] number of iterations in the first detailed-routing pass: 8
[metrics] Synth logic family: multiplexers
[metrics] Worst R2R End: op_addr[28]
[metrics] Post-DRT Antenna Nets: 0
[metrics] async set-or-reset flop fraction in the synthesized netlist: 0
[metrics] Leak Pwr: 23.32 nW
[metrics] number of slew-limit violations in the final report: 0
[metrics] library cells used by synthesis: 84
[metrics] category of the worst setup path launch point: input port
[metrics] tightest slew margin relative to the limit: 0.2152
[metrics] Setup violations, final: 0
[metrics] TritonCTS clock tree: yes
[metrics] switching power as a share of total power: 0.2625
[metrics] antenna violations before repair: 4
[metrics] top-level port count: 105
[metrics] met1 Resource Use GR: 0.5113
[metrics] Yosys chip area: 68510 µm²
[metrics] Synth Area in Simple Gates: 0.06169
[metrics] synthesized instance count: 4856
[metrics] EDFF count, synth: 992
[metrics] Critical Path Fanout Max: 60
[metrics] Min-Delay Path Class: flop to flop
[metrics] type of the worst setup path: input port to flop
[metrics] maximum clock skew at final layout: 0.03864 ns
[metrics] most common flop cell mapped by yosys: edfxtp_1
[metrics] syn_area_per_cell: 14.11 µm²
[metrics] RSZ-0062 raised after global routing: false
[metrics] Floorplan Utilization: 0.5051
[metrics] number of buffers added for setup after CTS: 0
[metrics] half-perimeter wire length after placement: 166700 µm
[metrics] final hold violations: 0
[metrics] net switching power: 0.0007726 W
[metrics] Placer Congestion: 1.086
[metrics] Setup crit end kind: flop
[metrics] GR met2 Demand/Resource: 0.5381
[metrics] result of the run: complete, no violations
[metrics] global-route congestion overflow total: 0
[metrics] maximum buffer depth of the clock tree: 3
[metrics] Register-to-Register Path Depth: 19
[metrics] Worst Tran Pin Value: 1.170 ns
[metrics] clock input transition at the sequential cells of the worst setup and hold paths: 0.06 ns
[metrics] Die ar.: 138500 µm²
[metrics] die y size: 372.2 µm
[metrics] XOR/XNOR Fraction of Synth Area: 0.006264
[metrics] average vias per placed instance: 6.812
[metrics] share of total power in combinational logic: 0.123
[metrics] total internal power: 0.002171 W
[metrics] total number of clock tree sinks: 1289
[metrics] Skew-Pair Late Insertion Delay: 0.79 ns
[metrics] first-iteration detailed-routing DRC count: 3900
[metrics] total cells reported by yosys after synthesis: 4856
[metrics] power density normalized to cell area: 38.44 nW/µm²
[metrics] wire length reported by the detailed router: 244000 µm
[metrics] Remaining DRCs: 0
[metrics] critical path data arrival time: 12.71 ns
[metrics] via total after detailed routing: 46130
[metrics] highest ir drop seen on vdd: 0.00003779 V
[metrics] Cell Rows: 135
[metrics] Yosys warning total: 1
[metrics] Power, Total: 0.002944 W
[metrics] post-synthesis share of cell area spent on full adders, half adders and majority gates: 0.02425
[metrics] critical path launch point: bus_ack
[metrics] routing usage on met3: 0.2613
[metrics] accumulated negative setup slack: 0 ns
[metrics] capture point of the worst path: regs[16][28]
[metrics] area added between synthesis and finish: 11.78%
[metrics] share of final-layout standard cells stronger than drive strength 1: 0.2481
[metrics] flop and latch count out of synthesis: 1289
[metrics] average wire per cell in the routed design: 36.03 µm
[metrics] data required time of the worst path: 44.11 ns
[metrics] total routing usage reported by global routing: 0.3948
[metrics] Port-buffer cells: 104
[metrics] horizontal die size: 372.2 µm
[metrics] Max Fclk: 81.32 MHz
[metrics] CTS-repair resized insts: 0
[metrics] vias in the first global route: 47390
[metrics] Reg2Reg Setup Slack: 36.12 ns
## cells in the final DEF, fill, tap and decap left out, drive strengths merged, types with 48 or more instances in the layout
cell	n
edfxtp	992
mux4	658
nor2	362
nand2	321
dfxtp	297
a21oi	264
o21ai	223
mux2i	193
clkbuf	186
buf	157
ha	128
a211oi	124
inv	109
mux2	104
clkdlybuf4s50	103
and2	49
a22oi	48
## worst max-delay path, cell delays in order
cell and delay [ns]:
clkdlybuf4s50_1 0.48, nand2_4 0.59, o21ai_0 0.31, inv_1 0.14
a31oi_1 0.12, nor2_1 0.45, nand2_1 0.56, nor2_4 0.71
buf_4 0.56
## state kept, by name, summed over array words and instances, names as in the netlist, 5 cells and up, named ones only
register,flops
regs,1024
instr,32
instr_pc,32
op_addr,32
op_arg1,32
op_arg2,32
op_result,32
pc,32
op_shamt,5
stage_state,5
## routing by layer
metal  up-vias  part of all wire  wire length (µm)
met1     23000              0.33             79830
met4        18             0.065             15800
met2      3006              0.44            107400
met3       583              0.17             40380
li1      19520                 -                 -
met5         -            0.0023               550
## cell type report
class | count | area, µm²
clock inverters | 71 | 890.9
inverters | 103 | 391.6
repair buffers | 260 | 2260
diodes | 1 | 2.502
clock buffers | 186 | 3841
fillers | 10640 | 59050
well taps | 1781 | 2228
flip-flops and latches | 1289 | 35790
multi-input cells | 3081 | 31180
## Yosys cell counts (14+ instances only)
| cell type | count | area (µm²) |
|---|---|---|
| edfxtp_1 | 992 | 29790 |
| mux4_2 | 658 | 14820 |
| nor2_1 | 361 | 1355 |
| nand2_1 | 321 | 1205 |
| dfxtp_1 | 297 | 5946 |
| a21oi_1 | 264 | 1321 |
| clkbuf_1 | 259 | 972.2 |
| o21ai_0 | 213 | 1066 |
| mux2i_1 | 193 | 1932 |
| ha_1 | 128 | 1602 |
| a211oi_1 | 106 | 795.8 |
| mux2_2 | 104 | 1171 |
| inv_1 | 99 | 371.6 |
| buf_1 | 74 | 277.8 |
| a22oi_1 | 48 | 360.4 |
| and2_1 | 48 | 300.3 |
| buf_2 | 48 | 240.2 |
| a21o_1 | 47 | 352.8 |
| nand3_1 | 41 | 205.2 |
| a22o_1 | 40 | 350.3 |
| nor3_1 | 39 | 195.2 |
| nand2b_1 | 37 | 231.5 |
| a32o_1 | 36 | 360.4 |
| xnor2_1 | 34 | 297.8 |
| a221oi_1 | 26 | 227.7 |
| nor2b_1 | 26 | 162.7 |
| o211ai_1 | 22 | 165.2 |
| a31oi_1 | 21 | 131.4 |
| o2111ai_1 | 19 | 166.4 |
| o21a_1 | 19 | 142.6 |
| a211oi_2 | 18 | 225.2 |
| xor2_1 | 15 | 131.4 |
| and3_1 | 14 | 87.58 |
| nand4_1 | 14 | 87.58 |
| o31ai_1 | 14 | 105.1 |
## worst min-delay path by stage
stage / endpoint / cells after the start / from
after CTS: stage_state[2] / 1 / stage_state[1]
after global routing: stage_state[2] / 1 / stage_state[1]
final: stage_state[2] / 1 / stage_state[1]
## stage by stage
stage | hold WS [ns] | instance area, µm² | worst slack (ns) | cells | utilization
after detailed placement | 0.4532 | 71850 | 30.79 | 6514 | 0.5297
after global placement | 0.4420 | 71850 | 30.79 | 6514 | 0.5297
after global routing | 0.4853 | 76580 | 31.26 | 6771 | 0.5646
final | 0.4612 | 76580 | 31.40 | 6772 | 0.5646
after CTS | 0.4636 | 76580 | 31.60 | 6771 | 0.5646
after floorplan | 0.4250 | 68510 | 32.25 | 4856 | -
## kinds of logic after synthesis
| logic type | after synthesis |
|---|---|
| AND-OR/OR-AND | 994 |
| XOR/XNOR | 49 |
| adder cells (fa/ha/maj) | 131 |
| buffers and inverters | 486 |
| flip-flops | 1289 |
| multiplexers | 955 |
| AND/OR/NAND/NOR | 952 |
## power groups by stage
stage     sequential [W]  clock, W  combinational [W]
4_1_cts          0.00136   0.00123           0.000355
5_1_grt          0.00136   0.00128           0.000382
6_report         0.00136   0.00122           0.000363
Power figures rest on the tool's default switching activity, not on a simulated workload.
